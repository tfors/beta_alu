`./constraint.sdc`:
```
current_design beta_alu

set clk_period 13.1
set clk_io_pct 0.2

create_clock -name clk0 -period $clk_period

set non_clock_inputs [all_inputs -no_clocks]
set_input_delay [expr $clk_period * $clk_io_pct] -clock clk0 $non_clock_inputs
set_output_delay [expr $clk_period * $clk_io_pct] -clock clk0 [all_outputs]
```
`./config.mk`:
```
export PLATFORM = sky130hd
export DESIGN_NAME = beta_alu
export DESIGN_NICKNAME = beta_alu
export VERILOG_FILES = /design/flow/design.v
export SDC_FILE = /design/flow/constraint.sdc
export NUM_CORES = 4
export LEC_CHECK = 1
export CORE_UTILIZATION = 50
```
`./run.sh`:
```
#!/bin/bash
# OpenROAD 26Q1-2900-gdf79404cd8, Yosys 0.63+post, stock flow scripts
make -C /OpenROAD-flow-scripts/flow DESIGN_CONFIG=/design/flow/config.mk WORK_HOME=/design/flow/orfs finish
```
`./design.v`:
```
module alu_arith (
    input      [31:0] a,
    input      [31:0] b,
    input             afn,
    output     [31:0] s,
    output            z,
    output            v,
    output            n
);
wire [31:0] xa;
assign xa = a;
wire [31:0] xb;
assign xb = b ^ {32{afn}};
assign z = (s == 32'h00000000);  
assign v = (xa[31] & xb[31] & ~s[31]) | (~xa[31] & ~xb[31] & s[31]);     
assign n = (s[31] == 1);         
cla_add32 add32 (
    .a(xa),
    .b(xb),
    .ci(afn),
    .g(),
    .p(),
    .s(s)
);
endmodule
module alu_bool (
    input      [31:0] a,
    input      [31:0] b,
    input       [3:0] bfn,
    output     [31:0] y
);
function mux4;
    input [3:0] a;
    input [1:0] sel;
    begin
        if (sel == 2'b00) mux4 = a[0];
        else if (sel == 2'b01) mux4 = a[1];
        else if (sel == 2'b10) mux4 = a[2];
        else if (sel == 2'b11) mux4 = a[3];
    end
endfunction
generate
    genvar i;
    for (i=0; i<32; i=i+1) begin: loop_gen_block
        assign y[i] = mux4(bfn, {b[i], a[i]});
    end
endgenerate
endmodule
module alu_cmp (
    input             z,
    input             v,
    input             n,
    input       [1:0] cfn,
    output     [31:0] y
);
function mux4;
    input [3:0] a;
    input [1:0] sel;
    begin
        if (sel == 2'b00) mux4 = a[0];
        else if (sel == 2'b01) mux4 = a[1];
        else if (sel == 2'b10) mux4 = a[2];
        else if (sel == 2'b11) mux4 = a[3];
    end
endfunction
wire [3:0] cmp;
assign cmp[0] = 1'b0;
assign cmp[1] = z;
assign cmp[2] = n ^ v;
assign cmp[3] = z | (n ^ v);
assign y = {31'd0, mux4(cmp, cfn)};
endmodule
module alu_shift (
    input      [31:0] a,
    input       [4:0] b,
    input       [1:0] sfn,
    output     [31:0] y
);
function [31:0] bit_reverse;
    input [31:0] a;
    begin
        bit_reverse = {a[0],  a[1],  a[2],  a[3],  a[4],  a[5],  a[6],  a[7],
                       a[8],  a[9],  a[10], a[11], a[12], a[13], a[14], a[15],
                       a[16], a[17], a[18], a[19], a[20], a[21], a[22], a[23],
                       a[24], a[25], a[26], a[27], a[28], a[29], a[30], a[31]};
    end
endfunction
wire in;
assign in = (sfn[1] == 1 ? a[31] : 1'b0);
wire [31:0] ain;
assign ain = (sfn[0] == 1 ? bit_reverse(a[31:0]) : a[31:0]);
wire [31:0] q;
assign q = (b[4] == 1 ? {ain[15:0], {16{in}}} : ain[31:0]);
wire [31:0] r;
assign r = (b[3] == 1 ? {q[23:0], {8{in}}} : q[31:0]);
wire [31:0] s;
assign s = (b[2] == 1 ? {r[27:0], {4{in}}} : r[31:0]);
wire [31:0] t;
assign t = (b[1] == 1 ? {s[29:0], {2{in}}} : s[31:0]);
wire [31:0] sl;
assign sl = (b[0] == 1 ? {t[30:0], in} : t[31:0]);
assign y = (sfn[0] == 1 ? bit_reverse(sl[31:0]) : sl[31:0]);
endmodule
module beta_alu (
	input      [31:0] a,
	input      [31:0] b,
	input       [5:0] fn,
	output     [31:0] y
);
function mux4;
    input [3:0] a;
    input [1:0] sel;
    begin
        if (sel == 2'b00) mux4 = a[0];
        else if (sel == 2'b01) mux4 = a[1];
        else if (sel == 2'b10) mux4 = a[2];
        else if (sel == 2'b11) mux4 = a[3];
    end
endfunction
wire [31:0] shift_w;
alu_shift shift_i (
	.a(a),
	.b(b[4:0]),
	.sfn(fn[1:0]),
	.y(shift_w)
);
wire [31:0] bool_w;
alu_bool bool_i (
	.a(a),
	.b(b),
	.bfn(fn[3:0]),
	.y(bool_w)
);
wire [31:0] arith_w;
wire z, v, n;
alu_arith arith_i (
	.a(a),
	.b(b),
	.afn(fn[0]),
	.z(z),
	.v(v),
	.n(n),
	.s(arith_w)
);
wire [31:0] cmp_w;
alu_cmp cmp_i (
	.z(z),
	.v(v),
	.n(n),
	.cfn(fn[2:1]),
	.y(cmp_w)
);
generate
    genvar i;
    for (i=0; i<32; i=i+1) begin: loop_gen_block
        assign y[i] = mux4({shift_w[i], bool_w[i], arith_w[i], cmp_w[i]}, fn[5:4]);
    end
endgenerate
endmodule
module cla_add16 (
    input      [15:0] a,
    input      [15:0] b,
    input             ci,
    output            g,
    output            p,
    output     [15:0] s
);
wire ch, cl;
wire gh, gl;
wire ph, pl;
cla_add8 addh (
    .a(a[15:8]), 
    .b(b[15:8]), 
    .ci(ch),     
    .g(gh),      
    .p(ph),      
    .s(s[15:8])  
);
cla_add8 addl (
    .a(a[7:0]),  
    .b(b[7:0]),  
    .ci(cl),     
    .g(gl),      
    .p(pl),      
    .s(s[7:0])   
);
cla_gpc gpc (
    .gh(gh),     
    .ph(ph),     
    .gl(gl),     
    .pl(pl),     
    .ci(ci),     
    .ghl(g),     
    .phl(p),     
    .ch(ch),     
    .cl(cl)      
);
endmodule
module cla_add2 (
    input       [1:0] a,
    input       [1:0] b,
    input             ci,
    output            g,
    output            p,
    output      [1:0] s
);
wire ch, cl;
wire gh, gl;
wire ph, pl;
cla_fa addh (
    .a(a[1]),    
    .b(b[1]),    
    .ci(ch),     
    .g(gh),      
    .p(ph),      
    .s(s[1])     
);
cla_fa addl (
    .a(a[0]),    
    .b(b[0]),    
    .ci(cl),     
    .g(gl),      
    .p(pl),      
    .s(s[0])     
);
cla_gpc gpc (
    .gh(gh),     
    .ph(ph),     
    .gl(gl),     
    .pl(pl),     
    .ci(ci),     
    .ghl(g),     
    .phl(p),     
    .ch(ch),     
    .cl(cl)      
);
endmodule
module cla_add32 (
    input      [31:0] a,
    input      [31:0] b,
    input             ci,
    output            g,
    output            p,
    output     [31:0] s
);
wire ch, cl;
wire gh, gl;
wire ph, pl;
cla_add16 addh (
    .a(a[31:16]),    
    .b(b[31:16]),    
    .ci(ch),         
    .g(gh),          
    .p(ph),          
    .s(s[31:16])     
);
cla_add16 addl (
    .a(a[15:0]),     
    .b(b[15:0]),     
    .ci(cl),         
    .g(gl),          
    .p(pl),          
    .s(s[15:0])      
);
cla_gpc gpc (
    .gh(gh),     
    .ph(ph),     
    .gl(gl),     
    .pl(pl),     
    .ci(ci),     
    .ghl(g),     
    .phl(p),     
    .ch(ch),     
    .cl(cl)      
);
endmodule
module cla_add4 (
    input       [3:0] a,
    input       [3:0] b,
    input             ci,
    output            g,
    output            p,
    output      [3:0] s
);
wire ch, cl;
wire gh, gl;
wire ph, pl;
cla_add2 addh (
    .a(a[3:2]),  
    .b(b[3:2]),  
    .ci(ch),     
    .g(gh),      
    .p(ph),      
    .s(s[3:2])   
);
cla_add2 addl (
    .a(a[1:0]),  
    .b(b[1:0]),  
    .ci(cl),     
    .g(gl),      
    .p(pl),      
    .s(s[1:0])   
);
cla_gpc gpc (
    .gh(gh),     
    .ph(ph),     
    .gl(gl),     
    .pl(pl),     
    .ci(ci),     
    .ghl(g),     
    .phl(p),     
    .ch(ch),     
    .cl(cl)      
);
endmodule
module cla_add8 (
    input       [7:0] a,
    input       [7:0] b,
    input             ci,
    output            g,
    output            p,
    output      [7:0] s
);
wire ch, cl;
wire gh, gl;
wire ph, pl;
cla_add4 addh (
    .a(a[7:4]),  
    .b(b[7:4]),  
    .ci(ch),     
    .g(gh),      
    .p(ph),      
    .s(s[7:4])   
);
cla_add4 addl (
    .a(a[3:0]),  
    .b(b[3:0]),  
    .ci(cl),     
    .g(gl),      
    .p(pl),      
    .s(s[3:0])   
);
cla_gpc gpc (
    .gh(gh),     
    .ph(ph),     
    .gl(gl),     
    .pl(pl),     
    .ci(ci),     
    .ghl(g),     
    .phl(p),     
    .ch(ch),     
    .cl(cl)      
);
endmodule
module cla_fa (
    input             a,
    input             b,
    input             ci,
    output            g,
    output            p,
    output            s
);
assign g = a & b;
assign p = a ^ b;
assign s = p ^ ci;
endmodule
module cla_gpc (
    input             gh,
    input             ph,
    input             gl,
    input             pl,
    input             ci,
    output            ghl,
    output            phl,
    output            ch,
    output            cl
);
assign ghl = gh | ph & gl;
assign phl = ph & pl;
assign ch = gl | pl & ci;
assign cl = ci;
endmodule
```
==> results.ini <==
[routing]
diodes=0
wire_per_inst_um=26.1
routed-via-count=6654
antenna_left=0
post-route-drc-count=0
wl_mm=24.7
dr.pass1.iters=6
drt_iter0_drc=744
routed_via_density=7.02

[final_timing]
finalHoldViolations=0
holdWs_ps=6420
finalSetupTns_ps=0
drv_slew=0
post-route-min-period_ps=11450
worst_slew_pin_slew_ps=941
finalCritPeriodShare_pct=87.4
rsz0062_at_grt=false
fmax_mhz=87.3
max-slew-margin-rel_pct=37.0
finalSetupViolCount=0

[setup_path]
cpMaxStageDelayCell=clkinv_1
start_kind=input pin
crit_family=buffers and inverters
path_max_fanout=40
crit_required_ps=10480
criticalPathCategory=in2out
cp.arrival_ps=8830
cp_cell_sequence=clkdlybuf4s50_1 -> buf_4 -> clkinv_1 -> nor2_1 -> or2_2 -> ha_1 -> a21o_1 -> a31o_2 -> nand3_1 -> nand2_1 -> a31o_2 -> a31oi_1 -> o21ai_0 -> fa_1 -> xor2_1 -> or4b_2 -> nor4_1 -> a221o_1 -> o21ai_0 -> o221ai_1 -> clkdlybuf4s50_1
cp_num_buf_inv=4
end_kind=primary output
max_stage_delay_ps=680

[min_path]
min_path_cells=5
min_from=fn[4]
min_to=y[24]
hold_class=in2out

[grt]
antenna_found_initial=0
grt_pass1_wl_mm=37.5
grtUsageMet3_pct=18.9
met1_usage_pct=58.5
met2_usage_pct=56.0
grt_pass1_vias=6327
globalRouteTotalUtil_pct=40.5
grt_max_degree=59
grt-ovfl-total=0
gr-max-usage-layer=met1

[yosys]
synth_stat.cells=765
simple_gate_area_share_pct=13.6
ys_sh_aoi_pct=24.1
mux_share_pct=33.9
synth_cell_types=62
ys_seq_share_pct=0
synth_cells=765
top_logic_kind=multiplexers
synthesis.area_sq_um=6310
xor_share_pct=6.66
yosys_warnings=4
synth-adder-area-share_pct=11.1
ys_chip_area_sq_um=6310
avgSynthCellArea_sq_um=8.25

[final_layout]
final-seq-area_sq_um=0
syn_to_final_growth_pct=12.4
seq_cells=0
drive_gt1_share_pct=13.8
nClkBuffers=0
comb_area_sq_um=5640
fill_cells=1066

[floorplan]
ioPinCount=102
die_area_sq_um=13100
design.core.area_sq_um=12200
initial_utilization_pct=51.9
rows=40
dieWidth_um=114
die_h_um=114

[clocking]
cts-resized-gates=0
cts_setup_buffers=0
cts_hold_buf=0

[placement]
io_buffers=102
dp_hpwl_mm=19.3
gp_congestion=1.06

[power]
ir_drop_v=0.0000433
p_per_area_nw_per_um2=55.9
p_leak_uw=0.00276

[outcome]
status=complete, no violations

[run]
log.warning_count=34
max-cap-violations=0

-- area by class of cell --
cell class,count,area share (%)
multi-input cells,631,79.5
repair buffers,117,15.8
inverters,32,1.69
well taps,168,2.97
-- cell usage in the layout (no fill, tap or decap), drive strengths merged, types with 15 or more instances in the layout --
cell type / synthesis / layout
clkdlybuf4s50: 0 / 99
nand2: 73 / 73
mux4: 73 / 73
a21oi: 63 / 63
nor2: 52 / 52
xor2: 41 / 41
o21ai: 41 / 41
mux2i: 38 / 38
ha: 32 / 32
inv: 30 / 30
buf: 60 / 18
fa: 15 / 15
-- cells by family (layout without fill, tap and decap cells) --
group | Yosys count | in the layout
simple gates | 189 | 189
mux | 120 | 120
fa+ha+maj | 47 | 47
xor+xnor | 48 | 48
compound gates | 227 | 227
buf+inv | 134 | 149
-- where the power goes --
| part | switching, uW | internal, uW |
|---|---|---|
| clock network | 0 | 0 |
| registers | 0 | 0 |
| logic | 216 | 180 |
-- cell usage after synthesis, types with 7 or more instances --
cell type	instances	area, sq um
nand2_1	73	274
mux4_2	70	1580
a21oi_1	63	315
nor2_1	52	195
clkbuf_1	42	158
o21ai_0	41	205
xor2_1	41	359
mux2i_1	38	380
buf_4	34	255
ha_1	32	400
inv_1	30	113
buf_2	20	100
fa_1	15	300
nand3_1	13	65.1
o22ai_1	13	81.3
a221oi_1	12	105
nor3_1	12	60.1
o221ai_1	11	96.3
a211oi_1	10	75.1
a21o_1	10	75.1
a31oi_1	10	62.6
mux2_2	9	101
a22oi_1	8	60.1
a221o_1	7	70.1
xnor2_1	7	61.3
-- routing by layer --
layer  vias to the layer above  wire length (um)
li1                       2957                 -
met1                      3159             10000
met2                       478             10300
met3                        60              3490
met4                         0               911
met5                         -                 0
-- how the worst max path moves through the flow --
stage                 from  endpoint  cells past startpoint
final                 b[0]      y[0]                     21
after global routing  b[0]      y[0]                     21
after CTS             b[0]      y[0]                     21
-- stage by stage --
| stage | total power, uW | setup slack [ps] | instance area [sq um] | utilization (%) | std cells |
|---|---|---|---|---|---|
| 6_report | 396 | 1650 | 7090 | 58.3 | 948 |
| 5_1_grt | 424 | 1310 | 7090 | 58.3 | 948 |
| 4_1_cts | 386 | 1780 | 7090 | 58.3 | 948 |
| 2_1_floorplan | 258 | 2730 | 6310 | - | 765 |
| 3_5_place_dp | 384 | 1800 | 7090 | 58.3 | 948 |
| 3_3_place_gp | 382 | 1920 | 7090 | 58.3 | 948 |
No activity file was given, so power comes from the tool's default toggle rates.
